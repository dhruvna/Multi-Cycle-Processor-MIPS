==> run.sh <==
#!/bin/bash
# OpenROAD 26Q1-2900-gdf79404cd8, Yosys 0.63+post, stock flow scripts
make -C /OpenROAD-flow-scripts/flow DESIGN_CONFIG=/design/flow/config.mk WORK_HOME=/design/flow/orfs finish
==> config.mk <==
export PLATFORM = sky130hd
export DESIGN_NAME = ucsbece154a_rf
export DESIGN_NICKNAME = ucsbece154a_rf
export VERILOG_FILES = /design/flow/design.v
export SDC_FILE = /design/flow/constraint.sdc
export NUM_CORES = 4
export LEC_CHECK = 1
export CORE_UTILIZATION = 40
==> constraint.sdc <==
current_design ucsbece154a_rf

set clk_period 7.5
set clk_io_pct 0.2

create_clock -name clk0 -period $clk_period [get_ports {clk}]

set non_clock_inputs [all_inputs -no_clocks]
set_input_delay [expr $clk_period * $clk_io_pct] -clock clk0 $non_clock_inputs
set_output_delay [expr $clk_period * $clk_io_pct] -clock clk0 [all_outputs]
==> design.v <==
module ucsbece154a_rf (
    input               clk,
    input         [4:0] a1_i, a2_i, a3_i,
    output wire  [31:0] rd1_o, rd2_o,
    input               we3_i,
    input        [31:0] wd3_i
);
reg [31:0] MEM [0:31];
assign rd1_o = MEM[a1_i];
assign rd2_o = MEM[a2_i];
initial MEM[0] = 32'b0;
always @ (posedge clk) begin
    if (we3_i && (a3_i!=5'b0))
        MEM[a3_i] <= wd3_i;
end
endmodule
==> flow_summary.ini <==
; physical design summary
[run_status]
outcome = completed

[final_timing]
slew_viol_final = 0
rsz0062_at_grt = no
clock.fmax_mhz = 167
tns_ns = 0
fin_crit_ns = 6.01
hold-worst-slack_ns = 1.64
hold_viol_final = 0
tightest_slew_ns = 1.05
setup_violations = 0
finalClockPeriodUsage_pct = 80.1
maxSlewHeadroom_pct = 30.1

[clock_tree]
path_clk_slew_ns = 0.06
cts_root_buffer = clkbuf_16
cts_setup_buffers = 0
post_cts_resize_count = 0
cts_sinks = 1024
cts_tree = done
htree_num_levels = 3
ctsHoldBuffers = 0
numCtsBuffers = 107
clk_path_buf_depth = 3

[die]
core_region_area_um2 = 120000
fp-row-count = 127
fp-utilization_pct = 40.5
num_io_pins = 113
die_y_um = 351
die-width_um = 351
chip_area_um2 = 123000

[final_layout]
mostFrequentLayoutCells = 1024 x edfxtp_1, 1024 x mux2i_1, 194 x nand3_1, 193 x nand2_1
largest_register_ffs = 1024
top_register = MEM
drive_above_1_share_pct = 9.22
area_growth_pct = 14.1
largestRegisters = MEM x1024

[logic_synthesis]
ys_seq_share_pct = 63.1
synthCells = 3386
yosys_area_um2 = 48800
topCellsByArea = edfxtp_1 63%, mux2i_1 21%, a22oi_1 3.0%
largest_area_cell = edfxtp_1
synth.avg_cell_area_um2 = 14.4
synth_area_um2 = 48800
yosysWarningCount = 1
synth_flops = 1024
ys_cells = 3386
synthDistinctLibCells = 24
synth.top_cell.area_share_pct = 63.1

[global_routing]
grt_pass1_wl_mm = 217
grt_max_degree = 85
grt_usage_pct = 26.6
antenna_found_initial = 4
grt_pass1_vias = 31500
grt_overflow = 0

[worst_hold_path]
whs_endpoint = MEM[24][28]
hold_class = in -> reg
hold_path.startpoint = wd3_i[28]
min_path_cells = 2

[drt]
vias = 31000
drc = 0
via_per_inst = 5.92
final_antenna_net_count = 0
routed_wl_mm = 153
firstDrtPassIters = 6
routedWlPerCell_um = 29.3
drt_iter0_drc = 2001

[worst_setup_path]
crit_fanout = 41
criticalPathCategory = in -> out
cp.required_ns = 6.00
worstSetupStartpointType = input pin
worst_setup_path_end_kind = primary output
crit_arrival_ns = 4.51

[power_and_ir_drop]
p_total_mw = 12.8
cellPowerDensity_nw_per_um2 = 230
p_leak_nw = 20.4
ir_drop_mv = 0.208

[job]
maxCapViolations = 0
tool_warnings = 26

[placement]
dpl.hpwl_mm = 85.5
portBuffers = 112
gp_congestion = 0.866
[how the worst max path moves through the flow]
| stage | start | endpoint | slack [ns] | depth (start not counted) |
|---|---|---|---|---|
| 5_1_grt | a1_i[2] | rd1_o[12] | 1.35 | 8 |
| 6_report | a1_i[0] | rd1_o[24] | 1.49 | 8 |
| 4_1_cts | a2_i[2] | rd2_o[2] | 1.51 | 8 |
[report_power, final]
part	switching [mW]	internal (mW)	total, mW
Sequential	0.0321	6.38	6.41
Combinational	0.747	0.464	1.21
Clock	2.18	3.01	5.18
Total	2.95	9.85	12.8
[per-layer routing]
layer	GRT usage, %	wire length [um]	up-vias
li1	-	-	13600
met1	34.3	55400	15300
met2	39.8	71000	1719
met3	14.5	20400	288
met4	8.04	5980	10
met5	0.706	123	-
[through the flow]
step	instances	cell area, um^2	utilization, %	worst slack [ns]
2_1_floorplan	3417	48900	-	3.45
3_3_place_gp	5026	52200	43.3	1.49
3_5_place_dp	5026	52200	43.3	1.51
4_1_cts	5225	55600	46.2	1.51
5_1_grt	5225	55600	46.2	1.35
6_report	5227	55600	46.2	1.49
[critical path, cell delays in order]
cell and delay (ns):
clkdlybuf4s50_1 0.66, nor2b_4 0.45, buf_4 0.64, a22o_1 0.23, nor3_1 0.06, a31oi_1 0.19
nand3_1 0.20, clkdlybuf4s50_1 0.52
[kinds of logic (layout without fill, tap and decap cells)]
family | after synthesis | count (layout) | share of synthesized area, %
buffers and inverters | 253 | 449 | 3.15
and+or+nand+nor | 508 | 508 | 4.71
DFF | 1024 | 1024 | 63.1
AOI/OAI and AO/OA | 576 | 576 | 8.05
muxes | 1024 | 1024 | 21.0
other | 1 | 34 | 0.00769
[Yosys cell counts, drive strengths merged]
cell	count
nand2	195
mux2i	1024
nor3	64
a22oi	192
nand3b	5
a31oi	64
or3	1
nor2	34
or3b	3
or2	2
nor2b	4
and2	2
a21oi	192
conb	1
clkbuf	86
nand3	194
edfxtp	1024
buf	167
nand2b	4
a22o	128
[final cells by class]
type / instances / area [um^2]
Antenna cell: 2 / 5.00
Clock buffer: 143 / 2940
Clock inverter: 56 / 458
Fill cell: 10500 / 64800
Multi-Input combinational cell: 2140 / 16900
Sequential cell: 1024 / 30700
Tap cell: 1612 / 2020
Timing Repair Buffer: 250 / 2550
